`flow/run.sh`:
```
#!/bin/bash
# OpenROAD 26Q1-2900-gdf79404cd8, Yosys 0.63+post, stock flow scripts
make -C /OpenROAD-flow-scripts/flow DESIGN_CONFIG=/design/flow/config.mk WORK_HOME=/design/flow/orfs finish
```
`flow/config.mk`:
```
export PLATFORM = sky130hd
export DESIGN_NAME = Sram
export DESIGN_NICKNAME = Sram
export VERILOG_FILES = /design/flow/design.v
export SDC_FILE = /design/flow/constraint.sdc
export NUM_CORES = 4
export LEC_CHECK = 1
export CORE_UTILIZATION = 30
export SYNTH_MEMORY_MAX_BITS = 65536
```
`flow/constraint.sdc`:
```
current_design Sram

set clk_period 64.2
set clk_io_pct 0.2

create_clock -name clk0 -period $clk_period [get_ports {clk}]

set non_clock_inputs [all_inputs -no_clocks]
set_input_delay [expr $clk_period * $clk_io_pct] -clock clk0 $non_clock_inputs
set_output_delay [expr $clk_period * $clk_io_pct] -clock clk0 [all_outputs]
```
`flow/design.v`:
```
module Sram(
    input clk, rst,
    input SRAM_WE_N,
    input [17:0] SRAM_ADDR,
    inout [15:0] SRAM_DQ
);
    reg [15:0] memory [0:511];
    assign SRAM_DQ = (SRAM_WE_N == 1'b1) ? memory[SRAM_ADDR] : 16'dz;
    always @(posedge clk) begin
        if (SRAM_WE_N == 1'b0) begin
            memory[SRAM_ADDR] = SRAM_DQ;
        end
    end
endmodule
```
==> reports/metrics.cfg <==
[clock_tree]
cts_buffer_depth = 4
post_cts_buffers = 0
cts_htree_levels = 6
cts-resized-gates = 0
clockRootBuffer = clkbuf_16
numClockSinks = 8192
cts-buffers-inserted = 805
holdBufCountCts = 0

[yosys]
ys_types = 81
syn_avg_cell_area_um2 = 21.2
edf_count = 8192
ys.warnings.count = 2
ff_type = edfxtp_1
ys_cells = 14825
netlist_instances = 14825
mappedNetlistArea_mm2 = 0.314
synth-seq-cells = 8192
ys_area_mm2 = 0.314
ys_seq_share_pct = 78.3
async_reset_ff_share_pct = 0

[die]
chipHeight_um = 1030
rows = 375
io_pins = 37
die_width_um = 1030
fp_util_pct = 30.1

[place]
dp.final_hpwl_um = 566000
pre_cts_ws_ns = 29.78
place_congestion = 0.938
io_buffers = 10
place_inst = 29097

[status]
error_line = [error] [KeplerFormal.cpp:679] Workflow failed: Iso has multiple drivers: .SRAM_DQ10, place1633.X0
stop_stage = clock tree synthesis
status = aborted with a tool error

[cell usage after synthesis, types with 68 or more instances]
cell | n | area, um2
a22o_1 | 68 | 596
a221oi_1 | 208 | 1820
buf_2 | 281 | 1410
mux2i_1 | 1342 | 13400
o22ai_1 | 399 | 2500
clkbuf_1 | 302 | 1130
a22oi_1 | 363 | 2730
nand3_1 | 90 | 450
buf_4 | 157 | 1180
or4_1 | 88 | 661
a21oi_1 | 189 | 946
a31oi_1 | 128 | 801
mux4_2 | 1394 | 31400
o21ai_0 | 114 | 571
edfxtp_1 | 8192 | 246000
nand2_1 | 278 | 1040
nor2_1 | 586 | 2200
buf_6 | 85 | 957
[through the flow]
stage	instance area (um2)	utilization (%)
2_1_floorplan	314000	-
3_3_place_gp	337000	32.3
3_5_place_dp	337000	32.3
[cells by family after synthesis]
group / after synthesis / synth area share, %
compound gates: 1611 / 3.56
simple gates: 1377 / 2.11
flops: 8192 / 78.3
buf+inv: 884 / 1.61
mux: 2761 / 14.4
