==> design.v <==
module DataMemory(
    input clk, rst,
    input [31:0] memAdr, writeData,
    input memRead, memWrite,
    output reg [31:0] readData
);
    localparam WordCount = 64;
    reg [31:0] dataMem [0:WordCount-1];  
    wire [31:0] dataAdr, adr;
    assign dataAdr = memAdr - 32'd1024;
    assign adr = {2'b00, dataAdr[31:2]};  
    integer i;
    always @(negedge clk, posedge rst) begin
        if (rst)
            for (i = 0; i < WordCount; i = i + 1) begin
                dataMem[i] <= 32'd0;
            end
        else if (memWrite)
            dataMem[adr] <= writeData;
    end
    always @(memRead or adr) begin
        if (memRead)
            readData = dataMem[adr];
    end
endmodule
==> run.sh <==
#!/bin/bash
# OpenROAD 26Q1-2900-gdf79404cd8, Yosys 0.63+post, stock flow scripts
make -C /OpenROAD-flow-scripts/flow DESIGN_CONFIG=/design/flow/config.mk WORK_HOME=/design/flow/orfs finish
==> config.mk <==
export PLATFORM = sky130hd
export DESIGN_NAME = DataMemory
export DESIGN_NICKNAME = DataMemory
export VERILOG_FILES = /design/flow/design.v
export SDC_FILE = /design/flow/constraint.sdc
export NUM_CORES = 4
export LEC_CHECK = 1
export CORE_UTILIZATION = 30
==> constraint.sdc <==
current_design DataMemory

set clk_period 1.0
set clk_io_pct 0.2

create_clock -name clk0 -period $clk_period [get_ports {clk}]

set non_clock_inputs [all_inputs -no_clocks]
set_input_delay [expr $clk_period * $clk_io_pct] -clock clk0 $non_clock_inputs
set_output_delay [expr $clk_period * $clk_io_pct] -clock clk0 [all_outputs]
==> results.tsv <==
stage	metric	value	unit
status	outcome	complete, but fails checks	
status	failing checks	setup timing	
power	Comb power frac	10.3	%
power	Tot Pwr	202	mW
power	P_sw	49.4	mW
yosys	Syn. warnings	2	
timing	Worst slew margin	11.3	%
yosys	Cells after Synth	6474	
detailed_routing	total number of vias	64000	
timing	worst setup margin	-0.870	ns
cts	maximum clock path buffer count	3	
timing	RSZ-0062 raised after global routing	true	
floorplan	# IOs	100	
worst_setup_path	Reg2Reg Depth	1	
timing	Final Hold Viols	0	
detailed_routing	drt via density	5.81	
grt	GRT Util Overall	27.5	%
timing	endpoints left unconstrained	64	
detailed_routing	DR WL/cell	36.6	um
layout	layout cells sized above 1	47.8	%
cts	Reg clk slew, reported paths	0.05	ns
hold_path	Hold EP	dataMem[4][20]	
layout	final core utilization	38.0	%
yosys	#FFs+latches synth	2080	
grt	largest net degree at the start of global routing	65	
grt	grt met3 use	17.9	%
cts	CTS tree	yes	
grt	first-pass GRT wire length	543000	um
detailed_routing	DRT Wirelength	403000	um
floorplan	row count	199	
worst_setup_path	Startpoint Class	input port	
yosys	Synth area leader	dfrtn_1	
grt	GRT busiest layer	met2	
hold_path	Hold Crit Depth	2	
timing	Least-Margin Pin Slew	1.33	ns
power	Seq pwr share	49.9	%
yosys	yosys cell count	6474	
yosys	Syn Std Cell Area	89000	um^2
timing	register pins left without a clock	32	
layout	Logic cell area	36300	um^2
run	number of OpenROAD warnings	55	
placement	GPL Wtd Cong	0.992	
detailed_routing	drt drc	0	
placement	Port Buffers	73	
detailed_routing	TritonRoute pass-1 iters	17	
detailed_routing	ANT nets after route	0	
worst_setup_path	slowest stage cell on the critical path	mux2_2	
yosys	Top cell area share	57.6	%
power	P_leak	52.6	nW
worst_setup_path	R2R setup slack	0.19	ns
timing	final setup violation count	3246	
power	maximum VDD drop	0.00178	V
power	Cell Int Power	152	mW
floorplan	fp util	30.2	%
yosys	Avg Cell Area, Syn	13.7	um^2
worst_setup_path	Critical R2R Launch	dataMem[8][28]	
timing	skew final	0	ns
worst_setup_path	Crit Path Category	input port to flip-flop	
cts	Hold Buf Count CTS	0	
worst_setup_path	critical path's top delay family	buffers and inverters	
grt	M2 GR Usage	37.7	%
layout	Seq. cell area	51700	um^2
grt	met1 Track Usage GR	32.0	%
layout	FILL cells	26700	
worst_setup_path	Worst Setup End Kind	flip-flop	
placement	Place WS	-2.40	ns
yosys	Yosys cell types	54	
worst_setup_path	FF-to-FF End	dataMem[8][28]	
grt	initial antenna violation count	22	
grt	grt total ovfl	0	
floorplan	core area	295000	um^2
yosys	EDFF count, synth	0	
yosys	synth cell count leaders	dfrtn_1, mux2_2, a22oi_1	
cts	Clock Root Buffer	clkbuf_16	
worst_setup_path	worst path bufs/invs	6	
worst_setup_path	most used cell along the critical path	buf_12	
yosys	leading register cell type out of synthesis	dfrtn_1	
floorplan	Die Width	547	um
power	clock network power share	39.8	%
layout	Layout area overhead	25.9	%
yosys	yosys stat area	89000	um^2
hold_path	Hold Startpoint	writeData[20]	
run	Max Cap Violations	0	
timing	max-slew violations	0	
worst_setup_path	CP max FO	21	
floorplan	Die Height	547	um
grt	vias in the first global route	65300	
cts	H-tree depth	4	
worst_setup_path	CP Cell Sequence	buf_12, buf_12, buf_4, nor4_4, buf_6, buf_6, nand3_4, buf_12, mux2_2	
power	pwr dens	1800	nW/um^2
worst_setup_path	Worst path max stage delay	0.33	ns
hold_path	Hold Crit Class	input port to flip-flop	
worst_setup_path	Req. time, crit path	1.10	ns
floorplan	chip area	299000	um^2
yosys	Synth async-reset ratio	98.5	%
cts	later-pin clock latency in the skew report	0.78	ns
detailed_routing	Iteration-0 DRC Markers	5090	
placement	Final HPWL DP	241000	um
cts	total CTS buffers	211	
yosys	Cell area leaders	dfrtn_1, mux2_2, a22oi_1	
yosys	Synth top cell by count	dfrtn_1	
worst_setup_path	Critical Path AT	1.97	ns
power	Sw Ratio	24.5	%
==> state kept, by name, summed over array words and instances (netlist names) <==
register	count
readData	32
dataMem	2048
==> stage by stage <==
stage	instance area, um^2	setup TNS, ns	std cells	hold WS, ns
after floorplan	89000	-	6474	0.416
after global placement	101000	-5922.56	10500	0.429
after detailed placement	101000	-5942.84	10500	0.443
after CTS	110000	-1542.31	10900	0.116
after global routing	112000	-1509.30	11000	0.146
final	112000	-1484.13	11000	0.148
==> per-layer routing <==
| metal | routed length (um) | vias up |
|---|---|---|
| li1 | - | 25200 |
| met5 | 989 | - |
| met3 | 66700 | 1310 |
| met1 | 138000 | 33300 |
| met2 | 166000 | 4115 |
| met4 | 31800 | 36 |
==> what timing repair did <==
| item | 4_1_cts | 5_1_grt |
|---|---|---|
| hold endpoints to repair | 0 | 0 |
| setup endpoints to repair | 2902 | 3568 |
| cloned | 34 | 24 |
| gates resized | 269 | 218 |
| buffers inserted | 63 | 38 |
| pin swaps | 25 | 22 |
==> worst max path at each step <==
| stage | slack [ns] | end | start | cells after the start |
|---|---|---|---|---|
| 4_1_cts | -0.86 | dataMem[36][0] | memAdr[2] | 9 |
| 5_1_grt | -0.84 | dataMem[4][12] | memAdr[5] | 8 |
| 6_report | -0.87 | dataMem[48][10] | memAdr[5] | 9 |
==> cell usage in the layout (no fill, tap or decap), drive strengths merged, types with 37 or more instances in the layout <==
master and instances:
nand4 166, nand2 93, clkinv 41, a22oi 856, buf 819, a2111oi 40
nor2 77, nor4 54, nand3 63, and2 41, and3 118, dfrtn 2048
a21oi 37, mux2 2054, a22o 37, clkbuf 346
==> logic make-up (layout without fill, tap and decap cells) <==
logic type	count (synthesis)	count (layout)	synth area share [%]
mux	2055	2055	26.0
latches	32	32	0.540
other cells	0	23	0
buf+inv	663	1262	3.02
compound gates	1018	1018	8.64
simple gates	658	658	4.19
flops	2048	2048	57.6
==> cell type report <==
cell class                      count  share of cell area [%]
Clock buffer                      323                    5.64
Antenna cell                       23                  0.0514
Sequential cell                  2080                    46.2
Inverter                            2                  0.0134
Multi-Input combinational cell   3731                    32.4
Timing Repair Buffer              877                    10.7
Tap cell                         3919                    4.38
Clock inverter                     60                   0.679
==> power by group through the flow <==
stage	registers [mW]	logic (mW)	clock network, mW
4_1_cts	100	20.1	80.8
6_report	101	20.7	80.3
5_1_grt	102	22.2	83.9
Power is estimated from default activity; no workload was simulated.
