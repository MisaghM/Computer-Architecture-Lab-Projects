==> /design/flow/config.mk <==
export PLATFORM = sky130hd
export DESIGN_NAME = StageMem
export DESIGN_NICKNAME = StageMem
export VERILOG_FILES = /design/flow/design.v
export SDC_FILE = /design/flow/constraint.sdc
export NUM_CORES = 4
export LEC_CHECK = 1
export CORE_UTILIZATION = 40
export SYNTH_MEMORY_MAX_BITS = 65536
==> /design/flow/constraint.sdc <==
current_design StageMem

set clk_period 4.8
set clk_io_pct 0.2

create_clock -name clk0 -period $clk_period [get_ports {clk}]

set non_clock_inputs [all_inputs -no_clocks]
set_input_delay [expr $clk_period * $clk_io_pct] -clock clk0 $non_clock_inputs
set_output_delay [expr $clk_period * $clk_io_pct] -clock clk0 [all_outputs]
==> /design/flow/design.v <==
module CacheController(
    input clk, rst,
    input rdEn, wrEn,
    input [31:0] address,
    input [31:0] writeData,
    output [31:0] readData,
    output ready,
    input sramReady,
    input [63:0] sramReadData,
    output sramWrEn, sramRdEn
);
    reg [31:0] way0First  [0:63];
    reg [31:0] way0Second [0:63];
    reg [31:0] way1First  [0:63];
    reg [31:0] way1Second [0:63];
    reg [9:0] way0Tag [0:63];
    reg [9:0] way1Tag [0:63];
    reg [63:0] way0Valid;
    reg [63:0] way1Valid;
    reg [63:0] indexLru;
    wire [2:0] offset;
    wire [5:0] index;
    wire [9:0] tag;
    assign offset = address[2:0];
    assign index = address[8:3];
    assign tag = address[18:9];
    wire [31:0] dataWay0, dataWay1;
    wire [9:0] tagWay0, tagWay1;
    wire validWay0, validWay1;
    assign dataWay0 = (offset[2] == 1'b0) ? way0First[index] : way0Second[index];
    assign dataWay1 = (offset[2] == 1'b0) ? way1First[index] : way1Second[index];
    assign tagWay0 = way0Tag[index];
    assign tagWay1 = way1Tag[index];
    assign validWay0 = way0Valid[index];
    assign validWay1 = way1Valid[index];
    wire hit;
    wire hitWay0, hitWay1;
    assign hitWay0 = (tagWay0 == tag && validWay0 == 1'b1);
    assign hitWay1 = (tagWay1 == tag && validWay1 == 1'b1);
    assign hit = hitWay0 | hitWay1;
    wire [31:0] data;
    wire [31:0] readDataQ;
    assign data = hitWay0 ? dataWay0 :
                  hitWay1 ? dataWay1 : 32'dz;
    assign readDataQ = hit ? data :
                       sramReady ? (offset[2] == 1'b0 ? sramReadData[31:0] : sramReadData[63:32]) : 32'bz;
    assign readData = rdEn ? readDataQ : 32'bz;
    assign ready = sramReady;
    assign sramRdEn = ~hit & rdEn;
    assign sramWrEn = wrEn;
    always @(posedge clk) begin
        if (wrEn) begin
            if (hitWay0) begin
                way0Valid[index] = 1'b0;
                indexLru[index] = 1'b1;
            end
            else if (hitWay1) begin
                way1Valid[index] = 1'b0;
                indexLru[index] = 1'b0;
            end
        end
    end
    always @(posedge clk) begin
        if (rdEn) begin
            if (hit) begin
                indexLru[index] = hitWay1;
            end
            else begin
                if (sramReady) begin
                    if (indexLru[index] == 1'b1) begin
                        {way0Second[index], way0First[index]} = sramReadData;
                        way0Valid[index] = 1'b1;
                        way0Tag[index] = tag;
                        indexLru[index] = 1'b0;
                    end
                    else begin
                        {way1Second[index], way1First[index]} = sramReadData;
                        way1Valid[index] = 1'b1;
                        way1Tag[index] = tag;
                        indexLru[index] = 1'b1;
                    end
                end
            end
        end
    end
    always @(posedge clk or posedge rst) begin
        if (rst) begin
            way0Valid = 64'd0;
            way1Valid = 64'd0;
            indexLru = 64'd0;
        end
    end
endmodule
module Mux2To1 #(
    parameter N = 32
)(
    input [N-1:0] a0, a1,
    input sel,
    output [N-1:0] out
);
    assign out = sel ? a1 : a0;
endmodule
module Mux4To1 #(
    parameter N = 32
)(
    input [N-1:0] a00, a01, a10, a11,
    input [1:0] sel,
    output [N-1:0] out
);
    assign out = (sel == 2'b00) ? a00 :
                 (sel == 2'b01) ? a01 :
                 (sel == 2'b10) ? a10 : a11;
endmodule
module SramController(
    input clk, rst,
    input wrEn, rdEn,
    input [31:0] address,
    input [31:0] writeData,
    output reg [63:0] readData,
    output reg ready,             
    inout [15:0] SRAM_DQ,         
    output reg [17:0] SRAM_ADDR,  
    output SRAM_UB_N,             
    output SRAM_LB_N,             
    output reg SRAM_WE_N,         
    output SRAM_CE_N,             
    output SRAM_OE_N              
);
    assign {SRAM_UB_N, SRAM_LB_N, SRAM_CE_N, SRAM_OE_N} = 4'b0000;
    wire [31:0] memAddr;
    assign memAddr = address - 32'd1024;
    wire [17:0] sramLowAddr, sramHighAddr, sramUpLowAddess, sramUpHighAddess;
    assign sramLowAddr = {memAddr[18:3], 2'd0};
    assign sramHighAddr = sramLowAddr + 18'd1;
    assign sramUpLowAddess = sramLowAddr + 18'd2;
    assign sramUpHighAddess = sramLowAddr + 18'd3;
    wire [17:0] sramLowAddrWrite, sramHighAddrWrite;
    assign sramLowAddrWrite = {memAddr[18:2], 1'b0};
    assign sramHighAddrWrite = sramLowAddrWrite + 18'd1;
    reg [15:0] dq;
    assign SRAM_DQ = wrEn ? dq : 16'bz;
    localparam Idle = 3'd0, DataLow = 3'd1, DataHigh = 3'd2, DataUpLow = 3'd3, DataUpHigh = 3'd4, Done = 3'd5;
    reg [2:0] ps, ns;
    always @(ps or wrEn or rdEn) begin
        case (ps)
            Idle: ns = (wrEn == 1'b1 || rdEn == 1'b1) ? DataLow : Idle;
            DataLow: ns = DataHigh;
            DataHigh: ns = DataUpLow;
            DataUpLow: ns = DataUpHigh;
            DataUpHigh: ns = Done;
            Done: ns = Idle;
        endcase
    end
    always @(*) begin
        SRAM_ADDR = 18'b0;
        SRAM_WE_N = 1'b1;
        ready = 1'b0;
        case (ps)
            Idle: ready = ~(wrEn | rdEn);
            DataLow: begin
                SRAM_WE_N = ~wrEn;
                if (rdEn) begin
                    SRAM_ADDR = sramLowAddr;
                    readData[15:0] <= SRAM_DQ;
                end
                else if (wrEn) begin
                    SRAM_ADDR = sramLowAddrWrite;
                    dq = writeData[15:0];
                end
            end
            DataHigh: begin
                SRAM_WE_N = ~wrEn;
                if (rdEn) begin
                    SRAM_ADDR = sramHighAddr;
                    readData[31:16] <= SRAM_DQ;
                end
                else if (wrEn) begin
                    SRAM_ADDR = sramHighAddrWrite;
                    dq = writeData[31:16];
                end
            end
            DataUpLow: begin
                SRAM_WE_N = 1'b1;
                if (rdEn) begin
                    SRAM_ADDR = sramUpLowAddess;
                    readData[47:32] <= SRAM_DQ;
                end
            end
            DataUpHigh: begin
                SRAM_WE_N = 1'b1;
                if (rdEn) begin
                    SRAM_ADDR = sramUpHighAddess;
                    readData[63:48] <= SRAM_DQ;
                end
            end
            Done: ready = 1'b1;
        endcase
    end
    always @(posedge clk or posedge rst) begin
        if (rst) ps <= Idle;
        else ps <= ns;
    end
endmodule
module StageMem(
    input clk, rst,
    input wbEnIn, memREnIn, memWEnIn,
    input [31:0] aluResIn, valRm,
    input [3:0] destIn,
    output wbEnOut, memREnOut,
    output [31:0] aluResOut, memOut,
    output [3:0] destOut,
    output freeze,
    inout [15:0] SRAM_DQ,
    output [17:0] SRAM_ADDR,
    output SRAM_UB_N,
    output SRAM_LB_N,
    output SRAM_WE_N,
    output SRAM_CE_N,
    output SRAM_OE_N
);
    assign memREnOut = memREnIn;
    assign aluResOut = aluResIn;
    assign destOut = destIn;
    wire ready;
    assign freeze = ~ready;
    wire sramReady;
    wire sramMemWEnIn, sramMemREnIn;
    wire [63:0] sramReadData;
    SramController sc(
        .clk(clk), .rst(rst),
        .wrEn(sramMemWEnIn), .rdEn(sramMemREnIn),
        .address(aluResIn),
        .writeData(valRm),
        .readData(sramReadData),
        .ready(sramReady),
        .SRAM_DQ(SRAM_DQ),
        .SRAM_ADDR(SRAM_ADDR),
        .SRAM_UB_N(SRAM_UB_N),
        .SRAM_LB_N(SRAM_LB_N),
        .SRAM_WE_N(SRAM_WE_N),
        .SRAM_CE_N(SRAM_CE_N),
        .SRAM_OE_N(SRAM_OE_N)
    );
    CacheController cc(
        .clk(clk), .rst(rst),
        .wrEn(memWEnIn), .rdEn(memREnIn),
        .address(aluResIn),
        .writeData(valRm),
        .readData(memOut),
        .ready(ready),
        .sramReady(sramReady),
        .sramReadData(sramReadData),
        .sramWrEn(sramMemWEnIn), .sramRdEn(sramMemREnIn)
    );
    Mux2To1 #(1) ramWbEn(
        .a0(wbEnIn),
        .a1(1'b0),
        .sel(freeze),
        .out(wbEnOut)
    );
endmodule
==> /design/flow/run.sh <==
#!/bin/bash
# OpenROAD 26Q1-2900-gdf79404cd8, Yosys 0.63+post, stock flow scripts
make -C /OpenROAD-flow-scripts/flow DESIGN_CONFIG=/design/flow/config.mk WORK_HOME=/design/flow/orfs finish
==> impl_metrics.csv <==
group,metric,value,unit
final_layout,drive_gt1_share,17.9,%
place,place_ws,0.438,ns
sta,timing.fmax,230,MHz
floorplanning,die_w,84.1,um
global_route,grt_overflow,0,
drt,drt_pre_antenna_iters,22,
yosys,common_cells,"dlxtn_1, mux2_2, buf_4, clkbuf_1, a21boi_0",
global_route,grt_pass1_wl,9720,um
sta,untimed_endpoints,102,
clock_tree,cts_hold_buf,0,
floorplanning,fp-utilization,42.0,%
worst_hold_path,min_path_type,"in2async",
drt,ant_nets,0,
setup_path,worst-path-max-fanout,7,
global_route,antenna_found_initial,0,
yosys,ff_type,"dlxtn_1",
drt,wl_per_cell,14.7,um
yosys,synthTopCellsByArea,"dlxtn_1, mux2_2, buf_4",
sta,holdWs,0.933,ns
place,io_buffer_count,124,
pwr,finalPower,310,uW
sta,fin_crit_sh,90.7,%
sta,finalSetupTns,0,ns
final_layout,num-fill-cells,572,
place,gp_congestion,0.769,
global_route,grt_usage,17.5,%
yosys,top_cell_area_share,46.4,%
run_status,status,"completed",
floorplanning,placementRows,29,
setup_path,crit_slowest_cell,"clkdlybuf4s50_1",
yosys,largest_area_cell,"dlxtn_1",
setup_path,cpPeakStageDelay,0.50,ns
clock_tree,cts-root-buf,"clkbuf_8",
drt,drt_iter0_markers,64,
sta,finalHoldViolCount,0,
yosys,synth-warning-count,582,
clock_tree,cts_buffer_depth,2,
yosys,synth.most_common_cell,"dlxtn_1",
pwr,pwr_density_cell,82.2,nW/um2
yosys,avgSynthCellArea,10.4,um2
setup_path,cpMostUsedCell,"clkdlybuf4s50_1",
drt,vias,2062,
place,dp_hpwl,4630,um
clock_tree,tritoncts,"built",
yosys,ys_area,2700,um2
setup_path,crit_arrival,3.39,ns
sta,fin_crit,4.35,ns
sta,rsz0062_at_grt,"no",
yosys,ys_cells,258,
drt,drc_errors,0,
yosys,synth_cells,258,
sta,slew_headroom,57.2,%
clock_tree,ctsResizeCount,0,
yosys,synth_cell_types,33,
drt,viasPerCell,4.94,
drt,drt_wl_total,6110,um
final_layout,regArea,1320,um2
yosys,edf_count,0,
clock_tree,clkTransAtPathRegs,0.03,ns
run,warnings,26,
setup_path,worst_setup_path_end_kind,"output pin",
yosys,synth.cell_area,2700,um2
drt,num_antenna_cells,0,
yosys,numSynthFlops,86,
setup_path,crit_chain,"clkdlybuf4s50_1, inv_1, ha_1, or4b_4, or4_1, a22oi_1, clkdlybuf4s50_1",
global_route,grt_pass1_vias,1979,
setup_path,criticalPathCategory,"in2out",
sta,setup_slack,0.445,ns
setup_path,worst_ep_required_time,3.84,ns
clock_tree,cts_max_level,1,
setup_path,cp-start-kind,"input port",
sta,setup_viol,0,
run,drv_cap,0,
floorplanning,die_y,84.1,um
pwr,power_leakage,0.00161,uW
floorplanning,ios,183,
sta,unclocked_regs,83,
sta,report.final.slew_viol_count,0,
clock_tree,cts_buffers,3,
yosys,async_reset_ff_share,3.49,%
clock_tree,cts_setup_buffers,0,
global_route,grt_max_degree,35,
final_layout,combGateArea,1020,um2
pwr,vdd_ir_drop_max,0.0000732,V
final_layout,areaGrowthSynthToFinish,39.7,%
floorplanning,core_area,6420,um2
floorplanning,die-area,7070,um2
sta,worst_pin_slew,0.641,ns
[cell families (layout without fill, tap and decap cells)]
logic type	after synthesis	after routing	share of synthesized area, %
latches	83	83	46.4
buf+inv	58	137	13.9
mux	49	49	20.5
simple gates	30	30	7.06
compound gates	28	28	7.20
xor+xnor	4	4	1.30
flops	3	3	2.79
fa+ha+maj	2	2	0.928
other cells	1	4	0.139
[worst max path at each step]
stage | from | endpoint | slack (ns) | cells past startpoint
after CTS | aluResIn[10] | SRAM_ADDR[17] | 0.42 | 7
after global routing | aluResIn[10] | SRAM_ADDR[17] | 0.33 | 7
final | aluResIn[10] | SRAM_ADDR[17] | 0.45 | 7
[registers in the layout, indices dropped and copies added (netlist names)]
| name | cells |
|---|---|
| sc.ns | 3 |
| sc.readData | 64 |
| sc.ps | 3 |
| SRAM_DQ | 16 |
[stage by stage]
stage	instance area, um2	std cells	util (%)
after floorplan	2710	261	-
after global placement	3720	413	57.9
after detailed placement	3720	413	57.9
after CTS	3770	417	58.6
after global routing	3770	417	58.6
final	3770	417	58.6
[layout make-up]
class                      instances  share of cell area (%)
sequential                        86                    35.1
timing repair buffer             127                    33.6
multi-input combinational        117                    27.0
tap                               77                    2.56
clock buffer                       4                    1.20
inverter                           6                   0.598
[report_power, final]
| group | internal [uW] | switching (uW) |
|---|---|---|
| sequential | 66.5 | 11.0 |
| combinational | 120 | 37.8 |
| clock | 56.7 | 17.6 |
[routing by layer]
layer | up-vias | global-route usage [%] | share of wire [%]
li1 | 1000 | - | -
met1 | 953 | 23.5 | 41
met2 | 101 | 30.7 | 49
met3 | 8 | 3.92 | 10
met4 | 0 | 1.25 | 0.54
met5 | - | 0 | 0
[worst max-delay path: cells and delay by family]
kind	cells	cell delay, ns
buffers and inverters	3	1.09
AND-OR/OR-AND	1	0.17
adder cells (fa/ha/maj)	1	0.19
AND/OR/NAND/NOR	2	0.98
[layout by cell type (no fill, tap or decap)]
cell type	Yosys	layout
o21ai_0	3	3
ha_1	2	2
dlxtn_1	83	83
nand2b_1	3	3
clkbuf_8	0	3
or4b_4	1	1
o2bb2ai_1	1	1
o211a_1	1	1
or3_1	2	2
clkbuf_1	9	1
nand3b_1	2	2
dfrtp_1	3	3
or2_2	2	2
mux2_2	49	49
xnor2_1	2	2
nor3b_4	0	1
a21boi_0	7	7
a22oi_1	6	6
or4_1	4	4
conb_1	1	4
nor3b_1	1	1
nor2b_1	1	1
a21o_1	2	2
nand2_1	3	3
buf_4	41	3
clkdlybuf4s50_1	0	124
nor3_1	1	1
nor2_1	4	4
nand3_1	3	3
o31ai_1	3	3
a21oi_1	5	5
xor2_1	2	2
inv_1	6	6
or3_2	2	2
Power and IR drop assume default switching activity.
